==> design.v <==
module counter
#(
    parameter                           NB_COUNTER   = 32                   ,
    parameter                           NB_SW        =  3                   ,
    parameter                           ADD_PIPE_OUT =  0
)
(
    output logic                        o_count_reached                     ,
    input  logic [ NB_SW      - 1 : 0 ] i_sw                                ,
    input  logic                        i_reset                             ,
    input  logic                        i_clock
) ;
    localparam                          R0           = 2**(NB_COUNTER-10)-1 ;
    localparam                          R1           = 2**(NB_COUNTER-11)-1 ;
    localparam                          R2           = 2**(NB_COUNTER-12)-1 ;
    localparam                          R3           = 2**(NB_COUNTER-13)-1 ;
    logic        [ NB_COUNTER - 1 : 0 ] count                               ;
    logic        [ NB_COUNTER - 1 : 0 ] next_count                          ;
    logic        [ NB_COUNTER - 1 : 0 ] limit_count                         ;
    logic                               limit_reached                       ;
    logic                               count_enable                        ;
    logic                               piped_limit_reached                 ;
    always_comb
    begin : proc_limit_count_decode
        unique case (i_sw[2:1]) inside
            2'b00: limit_count = R0[NB_COUNTER-1:0];
            2'b01: limit_count = R1[NB_COUNTER-1:0];
            2'b10: limit_count = R2[NB_COUNTER-1:0];
            2'b11: limit_count = R3[NB_COUNTER-1:0];
        endcase
    end
    assign next_count    = count + {{NB_COUNTER-1{1'b0}}, 1'b1}   ;
    assign count_enable  = i_sw[0]                                ;
    assign limit_reached = (count >= limit_count) && count_enable ;
    always_ff @(posedge i_clock)
    begin : proc_count
        if (i_reset || limit_reached)
            count <= '0;
        else if (count_enable)
            count <= next_count;
    end
    generate
        if (ADD_PIPE_OUT)
        begin : gen_out_piped
            always_ff @(posedge i_clock)
            begin : proc_pipe_out
                piped_limit_reached <= limit_reached;
            end
        end else
        begin : gen_out_unpiped
            assign piped_limit_reached = limit_reached;
        end
    endgenerate
    assign o_count_reached = piped_limit_reached;
endmodule
module shiftleds
#(
    parameter                        N_LEDS     =  4       ,
    parameter                        NB_COUNTER = 32       ,
    parameter                        NB_SW      =  4
)
(
    output logic [ N_LEDS  - 1 : 0 ] o_led                 ,
    output logic [ N_LEDS  - 1 : 0 ] o_led_b               ,
    output logic [ N_LEDS  - 1 : 0 ] o_led_g               ,
    input  logic [ NB_SW   - 1 : 0 ] i_sw                  ,
    input  logic                     i_reset               ,
    input  logic                     i_clock
) ;
    logic                            counter_count_reached ;
    logic        [ N_LEDS  - 1 : 0 ] shiftreg_led          ;
    counter
    #(
        .NB_COUNTER      ( NB_COUNTER            ) ,
        .NB_SW           ( NB_SW - 1             )
    )
    u_counter
    (
        .o_count_reached ( counter_count_reached ) ,
        .i_sw            ( i_sw      [NB_SW-2:0] ) ,
        .i_reset         ( ~i_reset              ) ,
        .i_clock         ( i_clock               )
    );
    shiftreg
    #(
        .NB_DATA         ( N_LEDS                )
    )
    u_shiftreg
    (
        .o_led           ( shiftreg_led          ) ,
        .i_valid         ( counter_count_reached ) ,
        .i_reset         ( ~i_reset              ) ,
        .i_clock         ( i_clock               )
    ) ;
    assign o_led   = shiftreg_led                            ;
    assign o_led_b = (i_sw[3]) ? shiftreg_led : '0           ;
    assign o_led_g = (i_sw[3]) ? '0           : shiftreg_led ;
endmodule
module shiftreg
#(
    parameter                        NB_DATA   = 3
)
(
    output logic [ NB_DATA - 1 : 0 ] o_led          ,
    input  logic                     i_valid        ,
    input  logic                     i_reset        ,
    input  logic                     i_clock
) ;
    logic        [ NB_DATA - 1 : 0 ] shift_register ;
    always_ff @(posedge i_clock)
    begin : proc_data_move
        if (i_reset)
            shift_register <= {{NB_DATA-1{1'b0}}, 1'b1};
        else if (i_valid)
            shift_register <= {shift_register[NB_DATA-2:0], shift_register[NB_DATA-1]};
    end
    assign o_led = shift_register;
endmodule
==> run.sh <==
#!/bin/bash
# OpenROAD 26Q1-2900-gdf79404cd8, Yosys 0.63+post, stock flow scripts
make -C /OpenROAD-flow-scripts/flow DESIGN_CONFIG=/design/flow/config.mk WORK_HOME=/design/flow/orfs finish
==> config.mk <==
export PLATFORM = sky130hd
export DESIGN_NAME = shiftleds
export DESIGN_NICKNAME = shiftleds
export VERILOG_FILES = /design/flow/design.v
export SDC_FILE = /design/flow/constraint.sdc
export NUM_CORES = 4
export LEC_CHECK = 1
export CORE_AREA = 10 10 102 102
export DIE_AREA = 0 0 112 112
export SYNTH_HDL_FRONTEND = slang
==> constraint.sdc <==
current_design shiftleds

set clk_period 3.6
set clk_io_pct 0.2

create_clock -name clk0 -period $clk_period [get_ports {i_clock}]

set non_clock_inputs [all_inputs -no_clocks]
set_input_delay [expr $clk_period * $clk_io_pct] -clock clk0 $non_clock_inputs
set_output_delay [expr $clk_period * $clk_io_pct] -clock clk0 [all_outputs]
==> reports/metrics.yaml <==
yosys_area_sq_mm: 0.00177
power_leakage_nw: 0.800
cp-end-kind: "primary output"
warning_count: 25
synth_cell_types: 35
layout_top_cell: "nor2_1"
syn_to_final_growth_pct: 20.1
coreArea_sq_mm: 0.00822
synth-edff-count: 0
cts_buffers: 5
ctsResizeCount: 0
place.gp.congestion: 0.765
combPwrFrac_pct: 4.3
tightest_slew_ps: 715
grt_pass1_wl_microns: 5780
hpwl_microns: 2350
fp.dieW_microns: 112
crit_type: "in -> out"
required_ps: 2880
drtIter0Drc: 45
cp.arrival_ps: 1910
antenna_cells: 0
maxCapViolations: 0
vias_per_cell: 4.26
ys.flop_type: "dfxtp_1"
cts_root_buffer: "clkbuf_8"
rows: 33
hp-class: "reg -> reg"
synth.avg_cell_area_sq_um: 9.07
ys_cells: 195
largest_area_cell: "dfxtp_1"
drc: 0
rsz0062_at_grt: "false"
rr_worst_depth: 7
ir_drop_mv: 0.113
clockBufferDepth: 2
hold_ws_ps: 480
final_antenna_net_count: 0
track_usage_pct: 5.18
switching_share_pct: 22.2
path_clk_slew_ps: 70
top_area_share_pct: 40.8
grt_max_degree: 33
clkLatencyLatePin_ps: 280
cpPeakStageDelay_ps: 580
cts.sinks: 36
maxSlewViolCount: 0
p_int_w: 0.000546
fin_crit_ps: 2630
postSynthSeqShare_pct: 40.8
chipArea_sq_mm: 0.0125
h-tree-depth: 2
routedWlPerCell_microns: 10.2
routed_wl_microns: 3300
async_reset_ff_share_pct: 0
crit_chain: "clkdlybuf4s50_1, and2_1, clkdlybuf4s50_1"
p_total_w: 0.000702
most-common-layout-cells: "38 x nor2_1, 36 x dfxtp_1, 21 x xor2_1, 17 x clkdlybuf4s50_1, 16 x nand2_1"
fmax_mhz: 380
netlist_area_sq_mm: 0.00177
cp-start-kind: "primary input"
final_layout_size_suffix_gt1_share_pct: 9.68
skew_ps: 4.69
yosys_warnings: 0
seq_power_share_pct: 57.5
dr_total_vias: 1373
slew-limit-headroom_pct: 52.0
status: "finished clean"
port_buffers: 17
worstSetupPathDepth: 3
io_pins: 18
pwr-share-clk_pct: 38.2
postCtsHoldBufs: 0
crit_slowest_cell: "clkdlybuf4s50_1"
cpMostUsedCell: "clkdlybuf4s50_1"
ys_top_cells_by_area: "dfxtp_1 41%, xor2_1 10%, nor2_1 8.1%"
setup_viol: 0
cp_max_fo: 8
finalCritPeriodShare_pct: 73.1
finalHoldViolations: 0
grt_pass1_vias: 1279
synthCells: 195
crit_family: "buffers and inverters"
antenna_found_initial: 0
tns_ps: 0
die_h_microns: 112
cts_tree: "yes"
grt-ovfl-total: 0
numSynthFlops: 36
post_cts_buffers: 0
cp.buffers_inverters: 2
powerDensity_mw_per_mm2: 331
fp_util_pct: 21.5
whs_path_depth: 2
switchingPower_w: 0.000156
drt_first_pass_iters: 4
cell families after synthesis:
group | after synthesis | share of synthesized area [%]
multiplexers | 4 | 2.26
buffers and inverters | 9 | 3.26
adder cells (fa/ha/maj) | 4 | 2.83
flip-flops | 36 | 40.8
XOR/XNOR | 28 | 13.9
AND-OR/OR-AND | 9 | 4.18
AND/OR/NAND/NOR | 105 | 32.8
path summary, 6_finish.rpt:
kind	from	slack, ps	end
worst max-delay path	i_sw[3]	970	o_led_b[1]
worst min-delay path	u_counter.count[31]	480	u_counter.count[31]
worst max register to register	u_counter.count[0]	1580	u_counter.count[12]
worst min register to register	u_counter.count[31]	480	u_counter.count[31]
metal layers:
layer	vias up	routed length (microns)	part of all wire [%]	GRT usage [%]
met5	-	0	0	0
met4	0	42	1.3	0.677
met3	8	235	7.1	2.01
met2	26	1310	40	7.58
met1	634	1710	52	7.27
li1	705	-	-	-
registers in the layout (all words and copies together), names as in the netlist:
| signal | cells |
|---|---|
| u_counter.count | 32 |
| u_shiftreg.o_led | 4 |
synth_stat cells, types with 3 or more instances:
| cell | count |
|---|---|
| nor2b_1 | 3 |
| ha_1 | 4 |
| buf_6 | 3 |
| nor4_1 | 3 |
| xnor2_1 | 7 |
| nand4_1 | 12 |
| nor2_1 | 38 |
| mux2i_1 | 4 |
| and2_1 | 5 |
| inv_1 | 5 |
| and3_1 | 5 |
| a21oi_1 | 3 |
| xor2_1 | 21 |
| nand3_1 | 9 |
| dfxtp_1 | 36 |
| nand2_1 | 16 |
per-stage QoR:
stage / cells / util (%) / worst slack, ps / area, sq um
global route: 322 / 25.8 / 875 / 2120
CTS: 322 / 25.8 / 945 / 2120
detailed placement: 315 / 24.9 / 772 / 2050
finish: 322 / 25.8 / 967 / 2120
floorplan: 195 / - / 1480 / 1770
global placement: 315 / 24.9 / 788 / 2050
power groups by stage:
stage	registers, W	logic (W)	clock network [W]
final	0.000403	0.0000303	0.000268
after global routing	0.000404	0.0000338	0.000294
after CTS	0.000403	0.0000307	0.000279
worst register-to-register path, stage by stage, from the launching register on:
cell	delay, ps
dfxtp_1	400
ha_1	260
nand2_1	110
nor4_4	350
a31oi_2	210
o21ai_4	140
buf_4	330
nor2_1	110
layout make-up:
| class | count | area [sq um] |
|---|---|---|
| clock buffer | 6 | 72.6 |
| sequential | 36 | 721 |
| multi-input combinational | 150 | 990 |
| inverter | 5 | 18.8 |
| clock inverter | 1 | 5.00 |
| timing repair buffer | 19 | 185 |
| tap | 105 | 131 |
| fill | 862 | 6090 |
Power is estimated from default activity; no workload was simulated.
