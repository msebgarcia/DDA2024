==> flow/design.v <==
module iir_filter
#(
    parameter                                                                NB_DATA_IN       =  8 ,
    parameter                                                                NB_DATA_OUT      = 11 ,
    parameter                                                                N_INPUT_SAMPLES  =  3 ,
    parameter                                                                N_OUTPUT_SAMPLES =  2 ,
    parameter                                                                ADD_OUTPUT_PIPE  =  0
)
(
    output logic signed [ NB_DATA_OUT                              - 1 : 0 ] o_data                ,
    input  logic signed [ NB_DATA_IN                               - 1 : 0 ] i_data                ,
    input  logic                                                             i_reset               ,
    input  logic                                                             i_clock
) ;
    logic  signed       [ N_INPUT_SAMPLES  - 1 : 0 ] [ NB_DATA_IN  - 1 : 0 ] x_samples             ;
    logic  signed       [ N_INPUT_SAMPLES  - 1 : 0 ] [ NB_DATA_OUT - 1 : 0 ] partial_sums_x        ;
    logic  signed       [ N_OUTPUT_SAMPLES - 1 : 0 ] [ NB_DATA_OUT - 1 : 0 ] y_samples             ;
    logic  signed       [ N_OUTPUT_SAMPLES - 1 : 0 ] [ NB_DATA_OUT - 1 : 0 ] partial_sums_y        ;
    logic  signed       [ N_OUTPUT_SAMPLES - 1 : 0 ] [ NB_DATA_OUT - 1 : 0 ] y_samples_divided     ;
    logic  signed       [ NB_DATA_OUT                              - 1 : 0 ] ed_result             ;
    logic  signed       [ NB_DATA_OUT                              - 1 : 0 ] pipe_result           ;
    generate
        for (genvar g_sample = 0 ; g_sample < N_OUTPUT_SAMPLES ; g_sample++)
        begin : gen_assigns_divisions
            assign y_samples_divided[g_sample] = y_samples[g_sample] >>> 1;
        end
    endgenerate
    assign partial_sums_x[0] = i_data - x_samples[0];
    generate
        for (genvar g_sum_xi = 1 ; g_sum_xi < N_INPUT_SAMPLES ; g_sum_xi++)
        begin : gen_xi_partial_sums
            assign partial_sums_x[g_sum_xi] = partial_sums_x[g_sum_xi-1] + x_samples[g_sum_xi];
        end
    endgenerate
    assign partial_sums_y[0] = y_samples_divided[0];
    generate
        for (genvar g_sum_yi = 1 ; g_sum_yi < N_OUTPUT_SAMPLES ; g_sum_yi++)
        begin : gen_yi_partial_sums
            assign partial_sums_y[g_sum_yi] = partial_sums_y[g_sum_yi-1] + y_samples_divided[g_sum_yi];
        end
    endgenerate
    assign ed_result = partial_sums_x[N_INPUT_SAMPLES-1] + partial_sums_y[N_OUTPUT_SAMPLES-1];
    always_ff @(posedge i_clock)
    begin : proc_filtering
        if (i_reset) begin
            x_samples <= '0;
            y_samples <= '0;
        end else begin
            x_samples <= {x_samples        [N_INPUT_SAMPLES -2:0], i_data   };
            y_samples <= {y_samples_divided[N_OUTPUT_SAMPLES-2:0], ed_result};
        end
    end
    if (ADD_OUTPUT_PIPE)
    begin : gen_pipe_out
        always_ff @(i_clock)
        begin : proc_pipe_out
            pipe_result <= ed_result;
        end
    end else
    begin : gen_direct_out
        assign pipe_result = ed_result;
    end
    assign o_data = pipe_result;
endmodule
==> flow/run.sh <==
#!/bin/bash
# OpenROAD 26Q1-2900-gdf79404cd8, Yosys 0.63+post, stock flow scripts
make -C /OpenROAD-flow-scripts/flow DESIGN_CONFIG=/design/flow/config.mk WORK_HOME=/design/flow/orfs finish
==> flow/config.mk <==
export PLATFORM = sky130hd
export DESIGN_NAME = iir_filter
export DESIGN_NICKNAME = iir_filter
export VERILOG_FILES = /design/flow/design.v
export SDC_FILE = /design/flow/constraint.sdc
export NUM_CORES = 4
export LEC_CHECK = 1
export CORE_UTILIZATION = 40
export SYNTH_HDL_FRONTEND = slang
==> flow/constraint.sdc <==
current_design iir_filter

set clk_period 14.5
set clk_io_pct 0.2

create_clock -name clk0 -period $clk_period [get_ports {i_clock}]

set non_clock_inputs [all_inputs -no_clocks]
set_input_delay [expr $clk_period * $clk_io_pct] -clock clk0 $non_clock_inputs
set_output_delay [expr $clk_period * $clk_io_pct] -clock clk0 [all_outputs]
==> results_tabular.tex <==
% Yosys + OpenROAD metrics
\begin{tabular}{lr}
\hline
Metric & Value \\
\hline
\multicolumn{2}{l}{\textbf{Global routing}} \\
\quad Number of global-route vias before repair & 1563 \\
\quad Remaining Overflow, GRT & 0 \\
\quad Antenna violations before repair & 0 \\
\quad Overall fraction of global-route tracks in use & 0.1228 \\
\quad Maximum number of pins on one net before global-route repair & 46 \\
\quad Wire length of the first global-routing pass & 6.817 mm \\
\multicolumn{2}{l}{\textbf{Placed design}} \\
\quad Final weighted congestion in routability-driven placement & 0.8457 \\
\quad Post-DP HPWL & 2.930 mm \\
\quad Count of input and output buffers & 20 \\
\multicolumn{2}{l}{\textbf{Worst setup path}} \\
\quad Cell count of the worst reg-to-reg path & 19 \\
\quad Delay contributed by the slowest stage of the critical path & 0.50 ns \\
\quad Largest fanout on the critical path & 4 \\
\quad Worst-case register-to-register setup slack & 9.97 ns \\
\quad Critical Path RT & 11.60 ns \\
\quad Crit path buffers/inverters & 6 \\
\quad CP Capture Type & output port \\
\quad Kind of critical path & input pin to output port \\
\quad Cell class contributing the biggest share of worst-path delay & adder cells \\
\quad RR Startpoint & x\_samples[0] \\
\quad Endpoint of the lowest-slack register-to-register path & partial\_sums\_y[7] \\
\quad Cell breakdown of the critical path & clkdlybuf4s50\_1 > inv\_1 > ha\_1 > fa\_1 > nor2b\_1 > o21ai\_1 > a21oi\_1 > a211oi\_1 > xor2\_1 > fa\_1 > inv\_1 > fa\_1 > inv\_1 > fa\_1 > inv\_1 > ha\_1 > o21a\_1 > nor2\_1 > or3\_1 > xnor2\_1 > clkdlybuf4s50\_1 \\
\quad Critical path startpoint category & input pin \\
\quad Data arrival at the endpoint of the critical path & 7.92 ns \\
\quad Cell with the biggest individual delay on the critical path & sky130\_fd\_sc\_hd\_\_fa\_1 \\
\quad Critical path launch point & i\_data[0] \\
\multicolumn{2}{l}{\textbf{Routing}} \\
\quad Drt drc & 0 \\
\quad Routed via count & 1773 \\
\quad First-pass detailed-route iteration total & 23 \\
\quad Routed wire length & 3.771 mm \\
\quad Initial DRC Count & 35 \\
\quad Number of routed nets with antenna violations & 0 \\
\quad Drt wl/cell & 9.595 um \\
\quad Routed via count divided by cell count & 4.511 \\
\quad Diode count & 0 \\
\multicolumn{2}{l}{\textbf{STA}} \\
\quad Final period util & 0.7460 \\
\quad Fin crit period & 10.82 ns \\
\quad Pin slew with the least headroom to its limit & 0.4558 ns \\
\quad Final slew viol count & 0 \\
\quad Clock Skew & 0.003615 ns \\
\quad Hold violation total from the final report & 0 \\
\quad Worst slew margin relative to its limit & 0.6961 \\
\quad Final worst hold slack & 0.4395 ns \\
\quad Max Freq & 0.09245 GHz \\
\quad Final-report setup violation count & 0 \\
\quad Total Negative Setup Slacks & 0 ns \\
\quad RSZ-0062 raised after global routing & false \\
\multicolumn{2}{l}{\textbf{Synthesis}} \\
\quad Post-synthesis chip area from yosys & 2678 um\^{}2 \\
\quad Number of warnings issued by yosys & 0 \\
\quad Cell count after synthesis & 293 \\
\quad Yosys cell count & 293 \\
\quad Unique cell types & 29 \\
\quad Top FF cell, synth & sky130\_fd\_sc\_hd\_\_dfxtp\_1 \\
\quad Count of flip-flops with a built-in enable after synthesis & 0 \\
\quad Registers, synthesis & 43 \\
\quad Proportion of synthesized chip area in sequential cells & 0.3215 \\
\quad Async S/R FF share, synth & 0 \\
\quad Cell area after synthesis & 2678 um\^{}2 \\
\quad Avg Cell Area, Syn & 9.138 um\^{}2 \\
\multicolumn{2}{l}{\textbf{Power}} \\
\quad Power per standard cell area & 218.0 nW/um\^{}2 \\
\quad Worst vdd rail ir drop & 133.8 uV \\
\quad Switching power total & 0.2346 mW \\
\quad Total power draw & 0.6649 mW \\
\quad Combinational cell fraction of total power & 0.668 \\
\quad Leakage power total & 1.475 nW \\
\quad Internal Power & 0.4303 mW \\
\quad Clock power frac & 0.115 \\
\quad Switching Share & 0.3528 \\
\quad Share of total power in sequential cells & 0.218 \\
\multicolumn{2}{l}{\textbf{Layout}} \\
\quad Flop area & 860.8 um\^{}2 \\
\quad Ratio of cells with drive above 1 in the final layout & 0.03481 \\
\quad Multi-input gate area & 1490 um\^{}2 \\
\quad Area overhead of the layout relative to synthesis & 13.93\% \\
\quad Filler instances & 613 \\
\multicolumn{2}{l}{\textbf{Clocking}} \\
\quad Bufs on Longest Clock Path & 2 \\
\quad Htree depth & 2 \\
\quad TritonCTS clock tree & yes \\
\quad Root cell of the clock tree & sky130\_fd\_sc\_hd\_\_clkbuf\_8 \\
\quad Count of hold buffers inserted by post-cts repair & 0 \\
\quad Buffer count from post-CTS setup fixing & 0 \\
\quad CTS buffer count & 5 \\
\quad Worst-skew pair later-pin latency & 0.29 ns \\
\quad Sink count of the clock tree & 43 \\
\quad Number of gates resized after cts & 0 \\
\quad Clock-pin slew on the worst setup and hold paths & 0.08 ns \\
\multicolumn{2}{l}{\textbf{Floorplan}} \\
\quad Die outline area & 7025 um\^{}2 \\
\quad Area of the core & 6422 um\^{}2 \\
\quad Number of cell rows & 29 \\
\quad Horizontal die dimension & 83.82 um \\
\quad Die height & 83.82 um \\
\quad I/O pin total & 21 \\
\quad Starting utilization of the core area & 0.4169 \\
\multicolumn{2}{l}{\textbf{Run}} \\
\quad Tool warning count & 25 \\
\quad Number of maximum-capacitance constraint violations & 0 \\
\multicolumn{2}{l}{\textbf{Hold path}} \\
\quad Cell depth of the worst min-delay path & 2 \\
\quad Min-delay worst type & register to register \\
\quad Sink of the worst hold path & x\_samples[15] \\
\quad Worst Hold Launch & x\_samples[7] \\
\multicolumn{2}{l}{\textbf{Run status}} \\
\quad Run status & finished, final reports clean \\
\hline
\end{tabular}
## state kept, by name, summed over array words and instances (netlist names)
name / flops
x_samples: 24
partial_sums_y: 10
y_samples: 9
## synth_stat cells, types with 5 or more instances
| library cell | count | area share |
|---|---|---|
| sky130_fd_sc_hd__a21oi_1 | 9 | 0.017 |
| sky130_fd_sc_hd__clkbuf_1 | 5 | 0.0070 |
| sky130_fd_sc_hd__dfxtp_1 | 43 | 0.32 |
| sky130_fd_sc_hd__fa_1 | 25 | 0.19 |
| sky130_fd_sc_hd__ha_1 | 24 | 0.11 |
| sky130_fd_sc_hd__inv_1 | 82 | 0.11 |
| sky130_fd_sc_hd__nor2_1 | 30 | 0.042 |
| sky130_fd_sc_hd__nor2b_1 | 20 | 0.047 |
| sky130_fd_sc_hd__o21ai_0 | 5 | 0.0093 |
| sky130_fd_sc_hd__xnor2_1 | 9 | 0.029 |
| sky130_fd_sc_hd__xor2_1 | 6 | 0.020 |
## per-layer routing
layer  track usage  wire length (um)
met5             0                 0
met4       0.01567                30
met1        0.1932              1886
met3       0.02209               126
met2        0.1908              1727
## worst max-delay path by stage
| stage | cells after the start | slack [ns] | endpoint |
|---|---|---|---|
| 6_report | 21 | 3.68 | o_data[8] |
| 5_1_grt | 21 | 3.40 | o_data[8] |
| 4_1_cts | 21 | 3.66 | o_data[8] |
## tightest hold or removal path, cell delays in order, from the launching register on
cell,delay [ns]
sky130_fd_sc_hd__dfxtp_1,0.30
sky130_fd_sc_hd__inv_1,0.06
sky130_fd_sc_hd__nor2_1,0.04
## cell usage in the layout, fill, tap and decap left out, drive strengths merged, types with 2 or more instances in the layout
master         instances
mux2                   2
xnor2                  9
o21ai                  7
nand2b                 4
a2111oi                2
clkbuf                 6
ha                    24
o31ai                  2
nor2                  30
o21a                   2
a211oi                 2
o2111ai                2
inv                   82
nand3                  2
dfxtp                 43
nor3                   2
clkdlybuf4s50         20
nand2                  4
xor2                   6
fa                    25
a21oi                  9
a21o                   3
nor2b                 20
## cell type report
cell class,count,area share
clock inverter,1,0.001641
inverter,82,0.1009
clock buffer,6,0.02707
multi-input combinational,163,0.4885
timing repair buffer,21,0.06809
tap,77,0.03158
sequential,43,0.2822
## stage by stage
stage	utilization	cell area (um^2)	setup WS [ns]	instances
floorplan	-	2678	4.940	293
global placement	0.4613	2963	3.705	386
detailed placement	0.4613	2963	3.697	386
CTS	0.4750	3050	3.657	393
global route	0.4750	3050	3.401	393
finish	0.4750	3050	3.683	393
## power by group through the flow
stage     logic (mW)  registers, mW  clock network, mW
4_1_cts        0.452          0.145             0.0812
5_1_grt        0.506          0.147             0.0858
6_report       0.444          0.145             0.0763
## cells by family after synthesis
logic type                 share of synthesized area
AOI/OAI and AO/OA                            0.08177
xor gates and xnor gates                     0.04907
adders and majority gates                     0.2991
buffers and inverters                         0.1220
DFF                                           0.3215
muxes                                       0.008411
and+or+nand+nor                               0.1182
Power is estimated from default activity; no workload was simulated.
