## run.sh

```bash
#!/bin/bash
# OpenROAD 26Q1-2900-gdf79404cd8, Yosys 0.63+post, stock flow scripts
make -C /OpenROAD-flow-scripts/flow DESIGN_CONFIG=/design/flow/config.mk WORK_HOME=/design/flow/orfs finish
```

## constraint.sdc

```tcl
current_design floating_point_multiplier

set clk_period 12.1
set clk_io_pct 0.2

create_clock -name clk0 -period $clk_period [get_ports {i_clock}]

set non_clock_inputs [all_inputs -no_clocks]
set_input_delay [expr $clk_period * $clk_io_pct] -clock clk0 $non_clock_inputs
set_output_delay [expr $clk_period * $clk_io_pct] -clock clk0 [all_outputs]
```

## config.mk

```make
export PLATFORM = sky130hd
export DESIGN_NAME = floating_point_multiplier
export DESIGN_NICKNAME = floating_point_multiplier
export VERILOG_FILES = /design/flow/design.v
export SDC_FILE = /design/flow/constraint.sdc
export NUM_CORES = 4
export LEC_CHECK = 1
export CORE_UTILIZATION = 40
export SYNTH_HDL_FRONTEND = slang
```

## design.v

```verilog
module floating_point_multiplier
#(
    parameter                            NB_MANTISSA = 8                         ,
    parameter                            NB_EXPONENT = 4                         ,
    parameter                            NB_DATA     = NB_MANTISSA+NB_EXPONENT+1 ,
    parameter                            N_BIAS      = 2**(NB_EXPONENT-1)-1
)
(
    output logic [ NB_DATA     - 1 : 0 ] o_data                                  ,
    output logic                         o_overflow                              ,
    output logic                         o_underflow                             ,
    input  logic [ NB_DATA     - 1 : 0 ] i_data_1                                ,
    input  logic [ NB_DATA     - 1 : 0 ] i_data_2                                ,
    input  logic                         i_reset                                 ,
    input  logic                         i_clock
)                                                                                ;
    logic        [ NB_MANTISSA - 1 : 0 ] mantissa_data_1                         ;
    logic        [ NB_MANTISSA - 1 : 0 ] mantissa_data_2                         ;
    logic        [ NB_EXPONENT - 1 : 0 ] exponent_data_1                         ;
    logic        [ NB_EXPONENT - 1 : 0 ] exponent_data_2                         ;
    logic                                sign_data_1                             ;
    logic                                sign_data_2                             ;
    logic                                data_is_nan                             ;
    logic        [ 2*NB_MANTISSA+1 : 0 ] mantissa_product                        ;
    logic        [ NB_EXPONENT     : 0 ] exp_operation                           ;
    logic                                sign_result                             ;
    logic        [ NB_MANTISSA - 1 : 0 ] mantissa_normalized                     ;
    logic        [ NB_MANTISSA - 1 : 0 ] mantissa_normalized_d                   ;
    logic        [ NB_EXPONENT     : 0 ] exp_normalized                          ;
    logic        [ NB_EXPONENT - 1 : 0 ] exp_normalized_d                        ;
    logic                                overflow                                ;
    logic                                underflow                               ;
    logic        [ NB_DATA     - 1 : 0 ] data_result                             ;
    assign {sign_data_1, exponent_data_1, mantissa_data_1} = i_data_1;
    assign {sign_data_2, exponent_data_2, mantissa_data_2} = i_data_2;
    assign data_is_nan      = (&exponent_data_1) || (&exponent_data_2)                                  ;
    assign exp_operation    = exponent_data_1 + exponent_data_2 - N_BIAS[NB_EXPONENT-1:0]               ;
    assign mantissa_product = {|exponent_data_1, mantissa_data_1} * {|exponent_data_2, mantissa_data_2} ;
    always_ff @(posedge i_clock)
    begin : proc_sign_record
        if (i_reset)
            sign_result <= '0;
        else
            sign_result <= sign_data_1 ^ sign_data_2;
    end
    always_comb
    begin : proc_data_normalize
        if (mantissa_product[2*NB_MANTISSA+1]) begin
            mantissa_normalized = mantissa_product[2*NB_MANTISSA   -: NB_MANTISSA];
            exp_normalized      = exp_operation + {{NB_EXPONENT-1{1'b0}}, 1'b1};
        end else begin
            mantissa_normalized = mantissa_product[2*NB_MANTISSA-1 -: NB_MANTISSA];
            exp_normalized      = exp_operation;
        end
    end
    always_ff @(posedge i_clock)
    begin : proc_normalization_record
        mantissa_normalized_d <= mantissa_normalized;
        exp_normalized_d <= exp_normalized;
    end
    always_ff @(posedge i_clock)
    begin : proc_overflow_underflow
        overflow  <= (exp_normalized[NB_EXPONENT] && ~exp_normalized[NB_EXPONENT-1]) ||  &exp_normalized[NB_EXPONENT-1:0];
        underflow <= (exp_normalized[NB_EXPONENT] &&  exp_normalized[NB_EXPONENT-1]) || ~|exp_normalized                 ;
    end
    always_comb
    begin : proc_exception_catch
        case ({overflow, underflow, data_is_nan}) inside
            3'b??1  : data_result = {sign_result, {NB_EXPONENT{1'b1}}, {NB_MANTISSA{1'b0}}};
            3'b100  : data_result = {sign_result, {NB_EXPONENT{1'b1}}, {NB_MANTISSA{1'b0}}};
            3'b010  : data_result = {sign_result, {NB_EXPONENT{1'b0}}, {NB_MANTISSA{1'b0}}};
            default : data_result = {sign_result, exp_normalized_d, mantissa_normalized_d};
        endcase
    end
    assign o_data      = data_result ;
    assign o_overflow  = overflow    ;
    assign o_underflow = underflow   ;
endmodule
```

==> flow_metrics.env <==
# flow metrics
export IMPL_status="complete, no violations"
export IMPL_syn2layout_area_growth_pct=16.0
export IMPL_setup_violations=0
export IMPL_startpoint_type="input port"
export IMPL_grt_max_degree=17
export IMPL_postSynthSeqShare=0.0866
export IMPL_crit_top_cell="fa_1"
export IMPL_path_class="in -> reg"
export IMPL_layout_top_cells="95 x inv_1, 50 x fa_1, 48 x nand2_1"
export IMPL_routedWlPerCell_um=11.4
export IMPL_synth_cells=411
export IMPL_dieWidth_um=95.1
export IMPL_place_gp_congestion=0.827
export IMPL_first_global_vias=2582
export IMPL_path_max_fanout=16
export IMPL_drt_wl_total_um=6300
export IMPL_yosys_area_um2=3470
export IMPL_cap_viol_max_count=0
export IMPL_critPathMaxStageDelay_ns=0.70
export IMPL_critPathCaptureType="register"
export IMPL_first_pass_iters=4
export IMPL_cp_arrival_ns=8.30
export IMPL_grt_pass1_wl_um=11300
export IMPL_yosysWarnings=0
export IMPL_lay_top_count="inv_1"
export IMPL_antenna_left=0
export IMPL_grt_util_all_layers=0.161
export IMPL_period_needed_ns=8.13
export IMPL_holdCritStartpoint="i_reset"
export IMPL_warnings=25
export IMPL_worstHoldPathCells=2
export IMPL_numCtsBuffers=3
export IMPL_path_buffers=4
export IMPL_yosysUniqueCellTypes=46
export IMPL_fp_row_count=33
export IMPL_cp_slowest_cell="or4_1"
export IMPL_setup_tns_final_ns=0
export IMPL_syn_area_um2=3470
export IMPL_tightest_slew_ns=0.784
export IMPL_fp_dieH_um=95.1
export IMPL_ys_seq_elements=15
export IMPL_htreeDepth=1
export IMPL_post_cts_buffers=0
export IMPL_fp_util=0.418
export IMPL_pre_cts_ws_ns=3.68
export IMPL_synthFlopType="dfxtp_1"
export IMPL_grt_overflow=0
export IMPL_setup_ws_ns=3.97
export IMPL_final_cells=552
export IMPL_via_per_inst=4.63
export IMPL_io_buffers=42
export IMPL_ys_cells=411
export IMPL_antenna_found_initial=0
export IMPL_drv_slew=0
export IMPL_max_freq_ghz=0.123
export IMPL_slew_limit_headroom=0.475
export IMPL_tritoncts="yes"
export IMPL_async_flop_share=0
export IMPL_hold_violations=0
export IMPL_drive_gt1_frac=0.0380
export IMPL_cts_sinks=15
export IMPL_cts_resized=0
export IMPL_postLayoutCoreUtil=0.485
export IMPL_whs_endpoint="sign_result$_SDFF_PP0_"
export IMPL_core_area_um2=8300
export IMPL_ir_drop_mv=0.0743
export IMPL_boundaryPins=43
export IMPL_finalCritPeriodShare=0.672
export IMPL_clockRootBuffer="clkbuf_8"
export IMPL_num_vias=2553
export IMPL_rsz0062_at_grt="false"
export IMPL_n_antenna_cell=0
export IMPL_crit_family="adder cells"
export IMPL_crit_path_cell_trace="clkdlybuf4s50_1 -> or4_1 -> nand2_1 -> fa_1 -> fa_1 -> inv_1 -> fa_1 -> inv_1 -> fa_1 -> inv_1 -> ha_1 -> a21oi_1 -> o21ai_0 -> a221oi_2 -> o21ai_4 -> xnor2_2 -> and4bb_4 -> xor2_2 -> mux2i_1"
export IMPL_die_area_um2=9040
export IMPL_dpl_cell_count=548
export IMPL_hold_class="in -> reg"
export IMPL_cts_hold_buf=0
export IMPL_hpwl_um=5450
export IMPL_edf_count=0
export IMPL_leakagePower_nw=1.99
export IMPL_drcViolationCount=0
export IMPL_avgSynthCellArea_um2=8.44
export IMPL_cts_clk_slew_worst_paths_ns=0.05
export IMPL_clock_path_buffers=2
export IMPL_power_density_nw_per_um2=180
export IMPL_cp_required_ns=12.27
export IMPL_drtIter0Drc=77
[stage by stage]
step / instance area, µm² / hold WS (ns) / power [mW]
after floorplan: 3470 / 2.49 / 0.537
after global placement: 3980 / 2.96 / 0.690
after detailed placement: 3980 / 2.95 / 0.692
after CTS: 4020 / 2.71 / 0.734
after global routing: 4020 / 2.72 / 0.828
final: 4020 / 2.71 / 0.724
[area by class of cell]
cell class | count | area, µm²
Multi-Input combinational cell | 290 | 2760
Timing Repair Buffer | 43 | 428
Inverter | 95 | 357
Tap cell | 105 | 131
Sequential cell | 15 | 300
Fill cell | 800 | 4280
Clock buffer | 4 | 45.0
[per-layer routing]
metal | vias to the layer above | GRT usage | part of all wire
li1 | 1333 | - | -
met1 | 1144 | 0.252 | 0.52
met2 | 72 | 0.250 | 0.42
met3 | 4 | 0.0357 | 0.056
met4 | 0 | 0.0126 | 0.0070
met5 | - | 0 | 0
[where the power goes]
| part | internal, mW | leakage, nW | switching [mW] |
|---|---|---|---|
| sequential | 0.0793 | 0.126 | 0.00605 |
| combinational | 0.291 | 1.85 | 0.310 |
| clock | 0.0232 | 0.0228 | 0.0145 |
[synth_stat cells (4+ instances only)]
cell type,number,area (µm²)
nand2b_1,5,31.3
buf_2,4,20.0
a21oi_1,12,60.1
fa_1,50,1000
o21ai_0,10,50.1
clkbuf_1,6,22.5
dfxtp_1,15,300
nor2_1,14,52.6
mux2i_1,8,80.1
xor2_1,4,35.0
and2_1,39,244
nor2b_1,9,56.3
inv_1,95,357
xnor2_1,11,96.3
ha_1,42,526
nand2_1,48,180
[state kept, by name (all words and copies together) (netlist names)]
signal and cells:
sign_result 1, o_overflow 1, exp_normalized_d 4, o_underflow 1, mantissa_normalized_d 8
[kinds of logic (layout without fill, tap and decap cells)]
group / count (synthesis) / after routing / synth area share
AOI/OAI and AO/OA: 38 / 38 / 0.0751
xor gates and xnor gates: 17 / 17 / 0.0473
adders and majority gates: 92 / 92 / 0.440
buffers and inverters: 106 / 142 / 0.117
DFF: 15 / 15 / 0.0866
muxes: 11 / 11 / 0.0328
and+or+nand+nor: 132 / 132 / 0.201
[worst max path at each step]
| stage | start | end | slack (ns) | cells after the start |
|---|---|---|---|---|
| 6_report | i_data_1[11] | o_overflow$_DFF_P_ | 3.97 | 19 |
| 5_1_grt | i_data_2[10] | o_overflow$_DFF_P_ | 3.53 | 21 |
| 4_1_cts | i_data_2[10] | o_overflow$_DFF_P_ | 3.92 | 21 |
Power is estimated from default activity; no workload was simulated.
